--- ./design.v ---
module PID(
input clk, rst_n, 
input vld, pwr_up, rider_off,
input logic signed [15:0] ptch,
input logic signed [15:0] ptch_rt,
output logic signed [11:0] PID_cntrl,
output logic [7:0] ss_tmr 
);
wire signed [9:0]  ptch_err_sat;
wire signed [12:0] differential_err;
wire signed [14:0] P_term;
wire signed [14:0] I_term;
wire signed [12:0] D_term;
wire signed [15:0] PID_sum;
reg signed [17:0] integrator;
wire signed [17:0] ptch_err_sat_extend;
wire signed [17:0] sum_integrator;
wire signed [17:0] integrator_in;
wire ov;
localparam P_COEFF = 5'h09;
assign ptch_err_sat = (!ptch[15] && |ptch[14:9]) ? 10'h1FF : 
                      (ptch[15] && !( &ptch[14:9])) ? 10'h200 : 
                        ptch[9:0];
assign P_term = ptch_err_sat*$signed(P_COEFF);
assign ptch_err_sat_extend = {{8{ptch_err_sat[9]}},ptch_err_sat[9:0]};
assign sum_integrator = ptch_err_sat_extend[17:0] + integrator[17:0];
assign ov = (integrator[17] ^ ptch_err_sat_extend[17]) ? 0 : integrator[17] ^ sum_integrator[17];
assign integrator_in = rider_off ? 18'h00000 : 
                       (vld & ~(ov)) ? sum_integrator : 
                       integrator;
always_ff @(posedge clk, negedge rst_n) begin
  if (!rst_n)
    integrator <= 18'h00000;
  else
    integrator <= integrator_in;
end
assign I_term={{3{integrator[17]}},integrator[17:6]};
assign differential_err={{3{ptch_rt[15]}},ptch_rt[15:6]};
assign D_term = ~differential_err+1'b1;
assign PID_sum = {{1{P_term[14]}},P_term[14:0]} + 
                 {{1{I_term[14]}},I_term[14:0]} +
                 {{3{D_term[12]}},D_term[12:0]};
assign PID_cntrl = (!PID_sum[15] && |PID_sum[14:11]) ? 12'h7FF : 
                    (PID_sum[15] && !( &PID_sum[14:11])) ? 12'h800 : 
                    PID_sum[11:0]; 
reg [26:0] long_tmr;
always_ff @(posedge clk, negedge rst_n) begin
  if (!rst_n)
    long_tmr <= 27'h0000000;
  else 
    long_tmr <= ~(pwr_up) ? 27'h0000000 :
                &(long_tmr[26:19]) ? long_tmr [26:0] : 
                long_tmr + 1;
end
assign ss_tmr = long_tmr[26:19];
endmodule
--- ./run.sh ---
#!/bin/bash
# OpenROAD 26Q1-2900-gdf79404cd8, Yosys 0.63+post, stock flow scripts
make -C /OpenROAD-flow-scripts/flow DESIGN_CONFIG=/design/flow/config.mk WORK_HOME=/design/flow/orfs finish
--- ./config.mk ---
export PLATFORM = sky130hd
export DESIGN_NAME = PID
export DESIGN_NICKNAME = PID
export VERILOG_FILES = /design/flow/design.v
export SDC_FILE = /design/flow/constraint.sdc
export NUM_CORES = 4
export LEC_CHECK = 1
export CORE_UTILIZATION = 30
--- ./constraint.sdc ---
current_design PID

set clk_period 12.5
set clk_io_pct 0.2

create_clock -name clk0 -period $clk_period [get_ports {clk}]

set non_clock_inputs [all_inputs -no_clocks]
set_input_delay [expr $clk_period * $clk_io_pct] -clock clk0 $non_clock_inputs
set_output_delay [expr $clk_period * $clk_io_pct] -clock clk0 [all_outputs]
==> results.json <==
{
  "switchingPower_w": 0.000378,
  "grt.busiest_layer": "met2",
  "comb_area_um2": 3770,
  "maxSlewHeadroom_pct": 50.1,
  "cpMostUsedCell": "ha_1",
  "dr_total_vias": 4223,
  "power_frac_seq_pct": 18.6,
  "finalWirelength_mm": 11.3,
  "layout-drive-gt1-share_pct": 4.12,
  "cp-start-kind": "input port",
  "critical-path-max-stage-delay_ns": 0.90,
  "grt.met2_usage_pct": 23.3,
  "ir_drop_mv": 0.110,
  "first_global_vias": 4196,
  "cts_max_path_buffers": 2,
  "die_w_um": 135,
  "core_um2": 17300,
  "tightest_slew_ns": 0.744,
  "ys_ff": 45,
  "antenna_found_initial": 0,
  "leakagePower_nw": 2.77,
  "grt-ovfl-total": 0,
  "ant_nets": 0,
  "grt_usage_pct": 13.4,
  "drc": 0,
  "maxSlewViolCount": 0,
  "area_growth_syn_to_layout_pct": 15.8,
  "gp_congestion": 0.866,
  "async_reset_ff_share_pct": 100,
  "avgSynthCellArea_um2": 8.65,
  "ctsResizeCount": 0,
  "seq_area_um2": 1130,
  "slowest_stage": "clkdlybuf4s50_1",
  "synth-edff-count": 0,
  "cp_cell_sequence": "clkdlybuf4s50_1 > o21ai_1 > o21a_1 > ha_1 > ha_1 > fa_1 > inv_1 > fa_1 > inv_1 > ha_1 > o21ai_0 > or3_1 > o211a_4 > o21a_4 > o2111ai_4 > nand2_4 > a21oi_1 > clkdlybuf4s50_1",
  "fmax_mhz": 91.2,
  "setup_viol": 0,
  "ys_seq_share_pct": 21.2,
  "lay_top_cells": "inv_1 (79), ha_1 (62), clkdlybuf4s50_1 (49), dfrtp_1 (45), nor2_1 (44)",
  "drt_first_pass_iters": 4,
  "swShare_pct": 42.7,
  "fin_skew_ns": 0.0108,
  "hold_class": "reg -> reg",
  "fp-row-count": 48,
  "arrival_ns": 8.46,
  "worstSetupEndpointType": "output pin",
  "wl_per_cell_um": 12.9,
  "io_buffers": 50,
  "drtIter0Drc": 119,
  "cap_violations": 0,
  "antenna_cells": 0,
  "pwr_density_cell_nw_per_um2": 144,
  "lay_top_count": "inv_1",
  "cts_tree": "yes",
  "placement.cell_area_um2": 6000,
  "synthFlopType": "dfrtp_1",
  "ctsHoldBuffers": 0,
  "syn-instance-count": 614,
  "cts_buffers": 5,
  "setup-tns-final_ns": 0,
  "grt_pass1_wl_mm": 19.4,
  "root_buffer": "clkbuf_16",
  "ys_types": 61,
  "ys_chip_area_um2": 5310,
  "rsz0062_at_grt": "no",
  "p_int_w": 0.000508,
  "ys_cells": 614,
  "status": "finished, final reports clean",
  "cts_sinks": 45,
  "via_per_inst": 4.79,
  "finalInstanceArea_um2": 6150,
  "num-fill-cells": 1787,
  "cp.required_ns": 10.00,
  "hpwl_mm": 9.07,
  "comb_power_share_pct": 66.0,
  "fin_crit_ns": 10.96,
  "timing.final.crit_share_pct": 87.7,
  "ys_warn_count": 1,
  "syn_area_um2": 5310,
  "floorplan.core_util_pct": 30.7,
  "clockPowerShare_pct": 15.4,
  "gr-usage-met3_pct": 0.843,
  "warnings": 32,
  "gr-usage-met1_pct": 19.5,
  "dieArea_um2": 18200,
  "path_max_fanout": 16,
  "post_cts_buffers": 0,
  "finalHoldViolations": 0,
  "setup.worst_path.class": "in -> out",
  "insertion_delay_ns": 0.29,
  "die_height_um": 135,
  "grt_max_degree": 46,
  "ios": 57,
  "htree_levels": 2,
  "clk_pin_slew_worst_paths_ns": 0.06
}
## critical path: cells and delay by family
kind | cells | cell delay (ns)
buffers and inverters | 4 | 1.48
AND-OR/OR-AND | 7 | 1.88
AND/OR/NAND/NOR | 2 | 0.54
adder cells (fa/ha/maj) | 5 | 2.04
## power by group through the flow
stage	clock [W]	sequential, W	combinational, W
CTS	0.000141	0.000165	0.000590
global route	0.000146	0.000167	0.000662
finish	0.000136	0.000165	0.000585
## flip-flops by register name (all words and copies together), names as in the netlist
name,flops
long_tmr,27
integrator,18
## final cells by class
type / instances / share of cell area (%)
tap: 225 / 4.58
sequential: 45 / 18.3
clock buffer: 6 / 2.26
multi-input combinational: 471 / 61.4
inverter: 79 / 4.82
clock inverter: 2 / 0.224
timing repair buffer: 53 / 8.42
## cells in the mapped netlist (2+ instances only)
cell type | number | area share, %
inv_1 | 79 | 5.6
ha_1 | 62 | 15
dfrtp_1 | 45 | 21
nor2_1 | 44 | 3.1
xnor2_1 | 36 | 5.9
nand2_1 | 33 | 2.3
a21oi_1 | 32 | 3.0
and2_1 | 31 | 3.7
fa_1 | 23 | 8.7
o21ai_0 | 21 | 2.0
o21a_1 | 19 | 2.7
nand3_1 | 18 | 1.7
xor2_1 | 18 | 3.0
mux2i_1 | 14 | 2.6
nor3_1 | 14 | 1.3
buf_4 | 11 | 1.6
nand4_1 | 11 | 1.3
a21o_1 | 7 | 0.99
clkbuf_1 | 7 | 0.49
nor2b_1 | 7 | 0.82
a211oi_1 | 6 | 0.85
and3_1 | 6 | 0.71
and4_1 | 5 | 0.82
a31oi_1 | 4 | 0.47
o2111ai_1 | 4 | 0.66
o211ai_1 | 4 | 0.57
or3_1 | 4 | 0.47
a2111oi_0 | 3 | 0.49
a311oi_1 | 3 | 0.49
nand3b_1 | 3 | 0.42
o22ai_1 | 3 | 0.35
o31a_1 | 3 | 0.49
a31o_2 | 2 | 0.33
nor3_4 | 2 | 0.61
nor4_1 | 2 | 0.24
o21ai_1 | 2 | 0.19
o41ai_1 | 2 | 0.33
## cells by family (layout without fill, tap and decap cells)
family	Yosys count	count (layout)	synth area share (%)
AOI/OAI and AO/OA	132	132	17.8
xor gates and xnor gates	54	54	8.90
adders and majority gates	85	85	23.3
buffers and inverters	98	140	7.73
DFF	45	45	21.2
muxes	14	14	2.64
and+or+nand+nor	186	186	18.5
## final timing paths
path / start / end / slack, ns / depth (start not counted)
setup / recovery: ptch[15] / PID_cntrl[0] / 1.54 / 18
hold / removal: integrator[2]$_DFFE_PN0P_ / integrator[2]$_DFFE_PN0P_ / 0.53 / 2
setup reg to reg: integrator[6]$_DFFE_PN0P_ / integrator[5]$_DFFE_PN0P_ / 9.79 / 9
hold reg to reg: integrator[2]$_DFFE_PN0P_ / integrator[2]$_DFFE_PN0P_ / 0.53 / 2
max in group asynchronous: rst_n / integrator[3]$_DFFE_PN0P_ / 9.80 / 2
min in group asynchronous: rst_n / long_tmr[25]$_DFFE_PN0P_ / 2.30 / 2
## metrics by stage
stage,hold slack [ns],setup slack [ns],power (W),cells,util (%)
floorplan,0.493,3.27,0.000576,614,-
global placement,0.509,1.46,0.000756,873,34.7
detailed placement,0.529,1.49,0.000753,873,34.7
CTS,0.540,1.47,0.000896,881,35.6
global route,0.570,1.13,0.000975,881,35.6
finish,0.533,1.54,0.000887,881,35.6
## routing by layer
metal,wire length [um],vias to the layer above,share of wire [%]
li1,-,2219,-
met1,5560,1937,49
met2,5410,65,48
met3,357,2,3.1
met4,11,0,0.097
met5,0,-,0
No activity file was given, so power comes from the tool's default toggle rates.
