[flow/run.sh]
#!/bin/bash
# OpenROAD 26Q1-2900-gdf79404cd8, Yosys 0.63+post, stock flow scripts
make -C /OpenROAD-flow-scripts/flow DESIGN_CONFIG=/design/flow/config.mk WORK_HOME=/design/flow/orfs finish
[flow/config.mk]
export PLATFORM = sky130hd
export DESIGN_NAME = SegwayMath
export DESIGN_NICKNAME = SegwayMath
export VERILOG_FILES = /design/flow/design.v
export SDC_FILE = /design/flow/constraint.sdc
export NUM_CORES = 4
export LEC_CHECK = 1
export CORE_UTILIZATION = 30
[flow/constraint.sdc]
current_design SegwayMath

set clk_period 25.7
set clk_io_pct 0.2

create_clock -name clk0 -period $clk_period

set non_clock_inputs [all_inputs -no_clocks]
set_input_delay [expr $clk_period * $clk_io_pct] -clock clk0 $non_clock_inputs
set_output_delay [expr $clk_period * $clk_io_pct] -clock clk0 [all_outputs]
[flow/design.v]
module SegwayMath(
    input logic signed [11:0] PID_cntrl,
    input logic [7:0] ss_tmr,
    input logic [11:0] steer_pot,
    input logic en_steer,
    input logic pwr_up,
    output logic signed [11:0] lft_spd,
    output logic signed [11:0] rght_spd,
    output logic too_fast
);
wire signed [19:0] PID_soft;
wire signed [11:0] PID_ss;
wire signed [12:0] PID_ss_extend;
wire signed [12:0] lft_torque;
wire signed [12:0] rght_torque;
wire [11:0] steer_pot_limit;
wire signed [11:0] steer_pot_sig;
wire signed [11:0] steering_input;
wire signed [12:0] steering_input_extend;
wire signed[12:0] lft_unit;
wire signed [12:0] rght_unit;
localparam MIN_DUTY = 13'h0A8;
localparam LOW_TORQUE_BAND = 7'h2A;
localparam signed [3:0] GAIN_MULT = 4'sd4;
assign PID_soft = PID_cntrl*($signed({1'b0,ss_tmr}));
assign PID_ss = PID_soft>>>8;
assign steer_pot_limit = (steer_pot > 12'hE00) ? 12'hE00 :
                         (steer_pot < 12'h200) ? 12'h200 :
                         steer_pot;
assign steer_pot_sig= steer_pot_limit-7'h7FF;
assign steering_input= (steer_pot_sig>>>8)+(steer_pot_sig>>>16);  
assign steering_input_extend = {steering_input[11],steering_input};  
assign PID_ss_extend = {PID_ss[11],PID_ss[11:0]};  
assign lft_unit = PID_ss + steering_input_extend ;
assign rght_unit = PID_ss - steering_input_extend ;
assign lft_torque = en_steer ? lft_unit : PID_ss_extend;
assign rght_torque = en_steer ? rght_unit : PID_ss_extend;
wire signed [12:0] left_torque_comp;
wire signed [12:0] right_torque_comp;
wire [12:0] abs_torque_lft;
wire [12:0] abs_torque_rght;
wire signed [12:0] left_torque_inter;
wire signed [12:0] right_torque_inter;
wire signed [12:0] lft_shaped;
wire signed [12:0] rght_shaped;
assign left_torque_comp = lft_torque[12] ? lft_torque - MIN_DUTY : lft_torque + MIN_DUTY;
assign abs_torque_lft = lft_torque[12] ? -lft_torque : lft_torque;                                 
assign left_torque_inter = (abs_torque_lft > LOW_TORQUE_BAND) ? left_torque_comp : lft_torque * GAIN_MULT;
assign lft_shaped = pwr_up ? left_torque_inter : 13'h0000;
assign right_torque_comp = rght_torque[12] ? rght_torque - MIN_DUTY : rght_torque + MIN_DUTY;
assign abs_torque_rght = rght_torque[12] ? -rght_torque : rght_torque;                                 
assign right_torque_inter = (abs_torque_rght > LOW_TORQUE_BAND) ? right_torque_comp : rght_torque * GAIN_MULT;
assign rght_shaped = pwr_up ? right_torque_inter : 13'h0000;
assign lft_spd = (~lft_shaped[12] & lft_shaped[11]) ? 12'h7FF : 
                 (lft_shaped[12] & ~lft_shaped[11])  ? 12'h800 : 
                 lft_shaped[11:0];
assign rght_spd = (~rght_shaped[12] & rght_shaped[11]) ? 12'h7FF : 
                 (rght_shaped[12] & ~rght_shaped[11])  ? 12'h800 : 
                 rght_shaped[11:0];
assign too_fast = (lft_spd>$signed(12'd1536)) | (rght_spd>$signed(12'd1536));
endmodule
==> CHANGELOG.md <==
### Physical design

* Status: finished clean
* First-pass DRT Iterations at 5
* Critical path type: input port to primary output
* Unrepaired setup endpoints after global routing: false
* GRT Overall Usage at 0.155
* Gr busiest metal: met2
* Fin crit period at 20,320 ps
* Met3 Usage GRT at 0.00984
* FF/Latch Area at 0 sq um
* Utilization after layout at 0.341
* FILL cells at 2,519
* Layout cell share with drive strength beyond 1 at 0.0433
* Setup fix buffers added after clock tree synthesis at 0
* Via/cell ratio at 5.15
* Largest net degree at the start of global routing at 44
* # clk buffers at 0
* Max Fclk at 0.0492 GHz
* Row count at 57
* Critical Path Start Type: input port
* Post-DP HPWL at 15,200 um
* First-pass GRT wire length at 32,600 um
* HP Class: input port to primary output
* Post-route ant nets at 0
* Cell variety after synth at 92
* # Cells Yosys at 969
* Critical path's largest stage delay at 700 ps
* Routed length per instance at 13.7 um
* Die Y-Extent at 159 um
* Vias at 6,783
* Number of max-cap violations at 0
* Register share after synthesis at 0
* Ranking of synthesized cells by area: fa_1 22%, ha_1 14%, inv_1 5.9%
* Grt ovf at 0
* Pins Over Slew Limit at 0
* Fin crit share at 0.791
* Setup Viol. Count Final at 0
* Worst path slowest cell: fa_1
* Syn-to-layout area delta at 11.5%
* Met1 usage at 0.235
* Post-synth top area cell: fa_1
* Routing usage on met2 at 0.255
* CP max FO at 12
* Slew of the pin with the lowest slew margin at 923 ps
* Synthesized area at 7440 sq um
* Setup TNS at 0 ps
* Routed wire length at 18,100 um
* Final Hold Viols at 0
* Top cell area share at 0.215
* WP data required at 20,560 ps
* CP endpoint kind: primary output
* Yosys chip area at 7440 sq um
* Top Ports at 59
* Antenna Cells at 0
* Max_slew headroom at 0.381
* Antenna violations before repair at 0
* Area of the core at 24,300 sq um
* Flop count at 0
* Synth Warn # at 1
* Initial drt markers at 371
* Die ar. at 25,400 sq um
* IO Port Bufs at 59
* Synth Area per Inst at 7.68 sq um
* Chip Width at 159 um
* Routability cong. at 0.931
* Vias in the first global route at 6,696
* Fp util at 0.306
* Post_cts resized at 0
* OpenROAD warnings at 46
* Crit path arrival time at 15,180 ps
* CTS hold repair buffers at 0
* Synth Instances at 969
* DRC viols at 0
[cells by family (layout without fill, tap and decap cells)]
family                     Yosys count  in the layout  synth area share
and+or+nand+nor                    340            340             0.238
AOI/OAI and AO/OA                  241            241             0.240
adders and majority gates          165            165             0.357
buffers and inverters              159            184            0.0844
xor gates and xnor gates            50             50            0.0614
muxes                               14             14            0.0197
[path summary, 6_finish.rpt]
path	slack, ps	startpoint	cells after the start	endpoint
hold / removal	11550	pwr_up	3	rght_spd[2]
setup / recovery	5380	ss_tmr[1]	37	too_fast
[placed cells by master, fill, tap and decap left out, types with 7 or more instances in the layout]
cell type          n
o31ai_1            9
or2_2              7
nand2_1          109
mux2i_1            9
clkdlybuf4s50_1   59
a31oi_1           13
nand2b_1          13
a21oi_1           44
o41ai_1            7
nor2_1            56
and3_1            12
nor3_1            16
a211oi_1          16
a21o_1            19
ha_1              82
xor2_1            13
inv_1            116
and2_1            54
nor2b_1            7
o21bai_1           8
xnor2_1           36
nand3_1           18
o21ai_0           32
or3_1              8
fa_1              80
o21a_1             7
[critical path: cells and delay by family]
family / cells / cell delay [ps]
AND-OR/OR-AND: 16 / 3490
XOR/XNOR: 1 / 410
adder cells (fa/ha/maj): 7 / 3440
buffers and inverters: 8 / 1650
multiplexers: 1 / 280
AND/OR/NAND/NOR: 4 / 740
[area by class of cell]
class                      count  area, sq um  area share
multi-input combinational    810         6810       0.821
timing repair buffer          64          628      0.0757
tap                          324          405      0.0489
inverter                     120          450      0.0543
[synth_stat cells (all sizes together), types with 11 or more instances]
cell    instances
a31oi          13
nand2         109
a21o           19
fa             80
nor3           16
a211oi         19
and3           12
o21ai          38
buf            11
nand3          18
and2           56
nand2b         13
xor2           13
ha             82
nor2           56
a21oi          47
clkbuf         28
inv           119
xnor2          37
[per-layer routing]
metal,wire length (um),vias up
met5,0,-
met4,165,0
met3,592,10
met2,8490,125
met1,8810,3209
li1,-,3439
[through the flow]
step | worst slack (ps) | cells | hold WS, ps | cell area [sq um]
2_1_floorplan | 7090 | 969 | 10380 | 7440
3_3_place_gp | 5320 | 1318 | 11520 | 8290
3_5_place_dp | 5420 | 1318 | 11520 | 8290
4_1_cts | 5360 | 1318 | 11530 | 8290
5_1_grt | 4520 | 1318 | 11580 | 8290
6_report | 5380 | 1318 | 11550 | 8290
