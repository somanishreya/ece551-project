[flow/design.v]
module inertial_integrator (
    input logic clk,
    input logic rst_n,
    input logic vld,
    input logic signed [15:0] ptch_rt,
    input logic signed [15:0] AZ,
    output logic signed [15:0] ptch
);
    localparam PTCH_RT_OFFSET = 16'h0050;
    localparam AZ_OFFSET = 16'h00A0;
    logic signed [26:0] ptch_int;                
    logic signed [15:0] ptch_rt_comp;            
    logic signed [15:0] AZ_comp;                 
    logic signed [25:0] ptch_acc_product;        
    logic signed [15:0] ptch_acc;                
    logic signed [26:0] fusion_ptch_offset ;     
    assign ptch_rt_comp = ptch_rt - $signed(PTCH_RT_OFFSET);
    assign AZ_comp = AZ - $signed(AZ_OFFSET);
    assign ptch_acc_product = AZ_comp * $signed(327);                            
    assign ptch_acc = {{3{ptch_acc_product[25]}},ptch_acc_product[25:13]};       
    assign fusion_ptch_offset = (ptch_acc > ptch) ? 27'd1024 : -27'd1024;        
    always @(posedge clk, negedge rst_n) begin
        if (!rst_n) begin
            ptch_int = 27'b0;
        end    
        else if (vld) begin
            ptch_int <= ptch_int - {{11{ptch_rt_comp[15]}},ptch_rt_comp} + fusion_ptch_offset;   
        end
    end
    assign ptch = ptch_int[26:11];   
endmodule 
[flow/run.sh]
#!/bin/bash
# OpenROAD 26Q1-2900-gdf79404cd8, Yosys 0.63+post, stock flow scripts
make -C /OpenROAD-flow-scripts/flow DESIGN_CONFIG=/design/flow/config.mk WORK_HOME=/design/flow/orfs finish
[flow/config.mk]
export PLATFORM = sky130hd
export DESIGN_NAME = inertial_integrator
export DESIGN_NICKNAME = inertial_integrator
export VERILOG_FILES = /design/flow/design.v
export SDC_FILE = /design/flow/constraint.sdc
export NUM_CORES = 4
export LEC_CHECK = 1
export CORE_UTILIZATION = 40
[flow/constraint.sdc]
current_design inertial_integrator

set clk_period 11.4
set clk_io_pct 0.2

create_clock -name clk0 -period $clk_period [get_ports {clk}]

set non_clock_inputs [all_inputs -no_clocks]
set_input_delay [expr $clk_period * $clk_io_pct] -clock clk0 $non_clock_inputs
set_output_delay [expr $clk_period * $clk_io_pct] -clock clk0 [all_outputs]
==> notes.md <==
The layout was made with Yosys and OpenROAD.

The run finished with clean final reports. Counting the fill cells in the layout gives 1280. The post-synth count of flops with an enable pin is 0.

The required time at the worst-slack endpoint is 11540 ps. The via count of the first global-routing pass came to 4767. After global routing the overflow that remains totals 0.

The first-pass iteration count of the detailed router is 21. The async set or reset register ratio after synthesis is 100%. The average instance area after synthesis is 8.98 µm². The number of primary I/O pins is 51. The clock buffer count from CTS is 3. Looking at the clock tree report, the H-tree level count equals 1. The violation tally recorded at the end of detailed-routing iteration 0 is 183. The arrival time of data at the worst endpoint is listed as 11090 ps. On the reported timing paths, the clock transition at the registers reads 80 ps.

The floorplan die width is 126 µm. The largest total area in the synthesized netlist belongs to sky130_fd_sc_hd__ha_1. The clock arrives with 5.90 ps of skew.

Per the timing report, the achievable frequency comes out to 91.3 MHz. Nets still carrying antenna violations after routing amount to 0. Setup violations remaining at the end of the flow were counted as 0.

On the final layout, the worst hold slack is 517 ps. The number of remaining DRC errors is 0. The wire length of the first global-routing pass is 21.5 mm.

Across the run, the number of max-cap violations was 0. The largest net degree at the start of global routing is 41. The final timing report derives a shortest allowable period of 10960 ps. The yosys stat chip area is 0.00611 mm².

The initial antenna violation count is 0. After technology mapping, the gate count stands at 680. In this run the standard cell core region covers 0.0147 mm². Among all stages on the critical path, the largest delay is contributed by sky130_fd_sc_hd__or4_4.

The category of the worst setup path capture point is a flip-flop. Max-slew check failures listed in the final report amount to 0. CTS reports a maximum clock tree buffer depth of 2. The total routing resource utilization after global routing is 16.8%.

In this run the tools logged warnings totalling 28. The floorplan die area is 0.0158 mm². The critical path maximum fanout is 6. The die height is 126 µm. The number of unique standard cell types used by synthesis is 51. The final timing report lists a hold violation count of 0.

From synthesis to final layout, the design area changed by 23.6%. The number of standard-cell rows in the floorplan is 44. Headroom to the max-slew limit came out at 69.1%. The post-route clock period utilization is 96.1%.

The tightest min-delay check is of the reg -> reg type. The pin slew with the least headroom to its limit is 463 ps. Once synthesis finished, the tally of register bits stood at 27. The port buffer count is 50.

The final worst slack is 444 ps. The core utilization before placement is 41.6%. The fraction of synthesized cell area taken by the top area cell type is 26.4%. Per the detailed-route log, wirelength across all metal layers totals 12.2 mm. The layout report lists the multi-input gate area as 0.00499 mm². The wire-length estimate of the detail-placed layout is 10.7 mm.

The setup slack on the worst flop-to-flop path is 7130 ps. The worst-case setup slack after placement is -339 ps. Per the synth stats, the flop cell with the highest instance count is sky130_fd_sc_hd__dfrtp_1. The per-cell routed wire length is 12.6 µm. Of the cells placed in the final design, the portion with a size suffix greater than 1 is 15.7%. The report puts the hold buffer count at CTS at 0. The later-pin clock latency in the skew report is 270 ps.

The final route contains 4801 vias. The root buffer selected by CTS is sky130_fd_sc_hd__clkbuf_16. The per-cell via count in the routed design is 4.92.

The clock sink count is 27. The most frequent cell after synthesis is sky130_fd_sc_hd__ha_1. The register with the most flip-flops in the layout has 27 of them.

The number of cells in the yosys synthesis report is 680. The routability congestion estimate from global placement is 0.931. The synthesis report lists the most area-consuming cells as sky130_fd_sc_hd__ha_1 26%, sky130_fd_sc_hd__fa_1 19%, sky130_fd_sc_hd__dfrtp_1 11%. The cell repeated most along the worst path is sky130_fd_sc_hd__ha_1. The sequential cells in the finished layout cover a total of 676 µm². The worst setup path is of the in -> reg kind. For this run, the slowest stage of the critical path takes 560 ps. The warning tally printed by Yosys for this design is 1.

In the Yosys report, the sequential cells make up 11.1% of the chip area. TritonCTS built the clock tree. The repair_antennas step left the layout with diodes totalling 0. The post-synthesis cell area is 0.00611 mm².

The registers reported with the highest flop counts are ptch_int x27. In the synthesized netlist, the cells that appear most often are 129 x sky130_fd_sc_hd__ha_1, 126 x sky130_fd_sc_hd__inv_1, 57 x sky130_fd_sc_hd__fa_1, 43 x sky130_fd_sc_hd__a21oi_1, 42 x sky130_fd_sc_hd__xnor2_1. The nature of the critical path startpoint is a primary input. The largest register by flop count is ptch_int.
## placed cells by master, fill, tap and decap left out, types with 6 or more instances in the layout
cell type / count
sky130_fd_sc_hd__o21ai_0: 25
sky130_fd_sc_hd__inv_1: 123
sky130_fd_sc_hd__fa_1: 57
sky130_fd_sc_hd__xor2_1: 17
sky130_fd_sc_hd__mux2_2: 9
sky130_fd_sc_hd__ha_1: 128
sky130_fd_sc_hd__nor2_1: 31
sky130_fd_sc_hd__nand3b_1: 6
sky130_fd_sc_hd__nand2_1: 31
sky130_fd_sc_hd__a21oi_1: 39
sky130_fd_sc_hd__nor3_1: 9
sky130_fd_sc_hd__nand2b_1: 6
sky130_fd_sc_hd__nand3_1: 6
sky130_fd_sc_hd__o21a_1: 8
sky130_fd_sc_hd__dfrtp_1: 27
sky130_fd_sc_hd__a31oi_1: 7
sky130_fd_sc_hd__nand4_1: 6
sky130_fd_sc_hd__clkdlybuf4s50_1: 50
sky130_fd_sc_hd__a21o_1: 10
sky130_fd_sc_hd__xnor2_1: 38
sky130_fd_sc_hd__buf_4: 76
## cells by family after synthesis
family                   share of synthesized area [%]
adder cells (fa/ha/maj)                           45.1
buffers and inverters                             9.95
AND-OR/OR-AND                                     12.6
AND/OR/NAND/NOR                                   10.2
XOR/XNOR                                          8.60
flip-flops                                        11.1
multiplexers                                      2.48
## critical path: cells and delay by family
family          cells  cell delay (ps)
compound gates     14             2270
xor+xnor            2              310
fa+ha+maj           9             3450
buf+inv             9             1280
simple gates        7             1510
## through the flow
step	instance area (µm²)	utilization (%)	TNS, ps	cells
global route	7550	51.4	-52.2	975
detailed placement	7280	49.6	-2350	967
finish	7550	51.4	0	975
CTS	7370	50.2	0	971
floorplan	6130	-	0	680
global placement	7280	49.6	-1290	967
## path summary, 6_finish.rpt
| path | startpoint | endpoint | depth (start not counted) |
|---|---|---|---|
| min in group asynchronous | rst_n | ptch_int[7] | 2 |
| min | ptch_int[1] | ptch_int[1] | 1 |
| min reg2reg | ptch_int[1] | ptch_int[1] | 1 |
| max reg2reg | ptch_int[14] | ptch_int[25] | 20 |
| max in group asynchronous | rst_n | ptch_int[23] | 2 |
| max | AZ[11] | ptch_int[25] | 41 |
## layout make-up
type                       instances  share of cell area, %
inverter                         126                   6.30
multi-input combinational        507                   66.1
clock inverter                     1                  0.116
sequential                        27                   8.95
tap                              184                   3.05
timing repair buffer             127                   14.5
clock buffer                       3                  0.994
## per-layer routing
metal | vias up | share of wire [%] | track usage (%)
met3 | 4 | 3.1 | 1.18
met4 | 0 | 0.49 | 1.15
met2 | 73 | 47 | 28.7
met1 | 2217 | 49 | 25.0
li1 | 2507 | - | -
met5 | - | 0 | 0
## timing repair
item                                    4_1_cts  5_1_grt
resized                                       1       28
pin swaps                                     0       16
setup buffers                                 0        4
endpoints found under the setup margin        4       11
gates cloned                                  0        0
